### design/flow/config.mk
export PLATFORM = sky130hd
export DESIGN_NAME = ALU
export DESIGN_NICKNAME = ALU
export VERILOG_FILES = /design/flow/design.v
export SDC_FILE = /design/flow/constraint.sdc
export NUM_CORES = 4
export LEC_CHECK = 1
export CORE_UTILIZATION = 40
### design/flow/constraint.sdc
current_design ALU

set clk_period 20.4
set clk_io_pct 0.2

create_clock -name clk0 -period $clk_period

set non_clock_inputs [all_inputs -no_clocks]
set_input_delay [expr $clk_period * $clk_io_pct] -clock clk0 $non_clock_inputs
set_output_delay [expr $clk_period * $clk_io_pct] -clock clk0 [all_outputs]
### design/flow/design.v
module ALU (
	input [5-1:0] alu_op,
	input [32-1:0] src1,
	input [32-1:0] src2,
	output reg [32-1:0] alu_out,
	output reg alu_overflow
);
wire signed [32-1:0] ssrc1;
assign ssrc1 = $signed(src1);
wire signed [32-1:0] ssrc2;
assign ssrc2 = $signed(src2);
reg [32+1:0] alu_out_max;
always@(*)begin
	case(alu_op)
		5'b00000:	begin
				alu_out = ssrc1 + ssrc2;				
			end
		5'b00001:	begin
				alu_out = ssrc1 - ssrc2;
			end
		5'b00010:	begin
				alu_out = src1 | src2;
			end
		5'b00011:	begin
				alu_out = src1 & src2;
			end
		5'b00100:	begin
				alu_out = src1 ^ src2;
			end
		5'b00101:	begin
				alu_out = ~src1;
			end
		5'b00110: begin
				alu_out = ~(src1 & src2);
			end
		5'b00111:	begin 
				alu_out = ~(src1 | src2);
			end
		5'b01000:	begin
				if(ssrc1>ssrc2)
					alu_out = src1;
				else
					alu_out = src2;
			end
		5'b01001:	begin
				if(ssrc1<ssrc2)
					alu_out = src1;
				else
					alu_out = src2;
			end
		5'b01010:	begin
				if(ssrc1>0)
					alu_out = src1;
				else
					alu_out = ~src1 + 1;
			end
		5'b01011:	begin
				alu_out = (ssrc1 < ssrc2) ? 32'd1 : 32'd0;
			end
		5'b01100: begin
				alu_out = (src1 < src2) ? 32'd1 : 32'd0; 
			end
		5'b01101:	begin
				alu_out = ssrc1 >>> src2; 
			end
		5'b01110:	begin
				alu_out = ssrc1 <<< src2; 
			end
		5'b01111:	begin
				alu_out = src1 >> src2;  
			end
		5'b10000:	begin
				alu_out = src1 << src2;
			end
		5'b10001: begin
				alu_out = (src1>>src2) | (src1<<(32-src2));
			end
		5'b10010: begin
				alu_out = (src1<<src2) | (src1>>(32-src2));
			end
		5'b10011: begin
				alu_out = src1 + src2;
			end
		default:begin
			alu_out = 32'd0;
		end
	endcase
end
always@(*)begin
	case(alu_op)
		5'b00000:	begin
				if(src1[31]==1'b0 && src2[31]==1'b0 && alu_out[31]==1'b1)
                    		alu_overflow = 1'b1;
                		else if(src1[31]==1'b1 && src2[31]==1'b1 && alu_out[31]==1'b0)
                    		alu_overflow = 1'b1;
                		else
                    		alu_overflow = 1'b0;				
			end
		5'b00001:	begin
				if(src1 > src2 && alu_out[31]==1'b1)
                    		alu_overflow = 1'b1;
                		else if(src1 < src1 && alu_out[31]==1'b0)   
                    		alu_overflow = 1'b1;
                		else
                    		alu_overflow = 1'b0;
			end
		5'b00010:	begin
				alu_overflow = 1'b0;
			end
		5'b00011:	begin
				alu_overflow = 1'b0;
			end
		5'b00100:	begin
				alu_overflow = 1'b0;
			end
		5'b00101:	begin
				alu_overflow = 1'b0;
			end
		5'b00110: begin
				alu_overflow = 1'b0;
			end
		5'b00111:	begin 
				alu_overflow = 1'b0;
			end
		5'b01000:	begin
				alu_overflow = 1'b0;
			end
		5'b01001:	begin
				alu_overflow = 1'b0;
			end
		5'b01010:	begin
				alu_overflow = 1'b0;
			end
		5'b01011:	begin
				alu_overflow = 1'b0;
			end
		5'b01100: begin
				alu_overflow = 1'b0; 
			end
		5'b01101:	begin
				alu_overflow = 1'b0; 
			end
		5'b01110:	begin
				alu_overflow = 1'b0;
			end
		5'b01111:	begin
				alu_overflow = 1'b0;  
			end
		5'b10000:	begin
				alu_overflow = 1'b0;
			end
		5'b10001: begin
				alu_overflow = 1'b0;
			end
		5'b10010: begin
				alu_overflow = 1'b0;
			end
		5'b10011: begin
				if(src1[31]==1'b1 && src2[31]==1'b1 && alu_out[31]==1'b0)
                    		alu_overflow = 1'b1;
                    	else if(src1[31]==1'b1 && src2[31]==1'b0 && alu_out[31]==1'b0)
                    		alu_overflow = 1'b1;
                    	else if(src1[31]==1'b0 && src2[31]==1'b1 && alu_out[31]==1'b0)
                    		alu_overflow = 1'b1;
                		else
                    		alu_overflow = 1'b0;					
			end
		default:begin
			alu_overflow = 1'b0;
		end
	endcase
end
endmodule
### design/flow/run.sh
#!/bin/bash
# OpenROAD 26Q1-2900-gdf79404cd8, Yosys 0.63+post, stock flow scripts
make -C /OpenROAD-flow-scripts/flow DESIGN_CONFIG=/design/flow/config.mk WORK_HOME=/design/flow/orfs finish
==> run_results.csv <==
group,metric,value,unit
pwr,p_leak,6.62,nW
floorplanning,die_x,199,um
global_route,grt.overflow.total,0,
floorplanning,coreArea,38000,um^2
finish,mostFrequentLayoutCell,"nor2_1",
critical_path,crit_buf_inv,4,
clock_network,cts_hold_buf,0,
global_route,grt_pass1_wl,145000,um
finish,final_area,17000,um^2
detailed_routing,vias,21752,
critical_path,startpoint,"src1[4]",
floorplanning,fp-utilization,0.410,
floorplanning,die_h,199,um
critical_path,endpoint_kind,"output port",
detailed_routing,drt_iter0_markers,4136,
critical_path,cpMostUsedCell,"clkdlybuf4s50_1",
critical_path,cpLargestDelayFamily,"AND-OR/OR-AND gates",
critical_path,crit_path_cell_trace,"clkdlybuf4s50_1, inv_1, ha_1, nor4_1, o31a_1, o311a_1, or3_1, o21ba_2, o31ai_4, buf_4, nor2_1, a2111oi_0, o2111ai_1, clkdlybuf4s50_1",
synthesis,ys_types,108,
detailed_routing,route.detailed.drc,0,
pwr,power.internal,0.000171,W
synthesis,netlist_area,15600,um^2
critical_path,cp.required,16320,ps
synthesis,ys_warn_count,1,
sta,slew_headroom,0.0390,
pwr,power_switching,0.000354,W
pwr,finalPower,0.000525,W
global_route,grt_pass1_vias,19128,
detailed_routing,routed_wl,105000,um
finish,drive_above_1_share,0.106,
floorplanning,ioPinCount,102,
finish,clock_buffers,0,
place,gp_congestion,1.23,
status,status,"finished clean",
synthesis,syn_inst,2394,
critical_path,slowest_delay,940,ps
synthesis,synth_top_area_share,0.0958,
finish,seq_cells,0,
sta,setup-tns-final,0,ps
sta,max_freq,0.0697,GHz
critical_path,crit_arrival,10270,ps
critical_path,critical_path.max_fanout,39,
place,io_buffers,102,
synthesis,avgSynthCellArea,6.51,um^2
detailed_routing,ant_nets,0,
critical_path,critPathKind,"input port to output port",
place,hpwl,81500,um
synthesis,yosysSeqAreaShare,0,
finish,comb_area,14200,um^2
synthesis,area_leaders,"mux2i_1 9.6%, ha_1 8.0%, nor2_1 6.8%",
detailed_routing,wl_per_cell,36.1,um
floorplanning,rows,71,
sta,fin_crit,14350,ps
finish,fin_util,0.448,
finish,fillCellCount,4018,
floorplanning,chipArea,39700,um^2
job,tool_warnings,97,
sta,setup_viol,0,
finish,seqCellArea,0,um^2
finish,syn_to_final_growth,9.31,%
place,post_dp_cell_area,17000,um^2
global_route,grt.total_usage,0.528,
sta,final_hold_viol_count,0,
sta,tightest_slew,1410,ps
clock_network,cts_setup_buffers,0,
min_path,hold_class,"input port to output port",
critical_path,cp_slowest_cell,"a2111oi_0",
detailed_routing,dr.pass1.iters,9,
job,maxCapViolations,0,
global_route,antenna_found_initial,14,
sta,period_used_share,0.703,
synthesis,ys_area,15600,um^2
critical_path,start_kind,"input port",
pwr,switching_share,0.674,
synthesis,ys_cells,2394,
pwr,peakVddDrop,0.0150,mV
sta,rsz0062_at_grt,"false",
pwr,powerDensity,30.9,nW/um^2
detailed_routing,via_per_inst,7.50,
sta,maxSlewViolCount,0,
clock_network,cts_resized,0,
finish,mostFrequentLayoutCells,"281 x nor2_1, 241 x nand2_1, 209 x a21oi_1",
min_path,hp-start,"src2[19]",
synthesis,synth_top_cell_by_area,"mux2i_1",
global_route,grt_max_degree,52,
power by group through the flow:
stage / registers (W) / clock network (W) / logic, W
5_1_grt: 0 / 0 / 0.000534
4_1_cts: 0 / 0 / 0.000491
per-layer routing:
layer	vias to the layer above	track usage	share of wire	routed length (um)
met4	20	0.346	0.090	9400
met2	2177	0.718	0.38	40000
met1	9958	0.659	0.36	37300
met5	-	0.0421	0.0030	315
li1	9013	-	-	-
met3	584	0.244	0.17	17600
cell usage after synthesis (all sizes together) (10+ instances only):
cell type	number
or3	22
nor2b	18
o2111ai	19
a221o	11
a21o	30
o31ai	17
o211ai	44
buf	58
o22ai	29
or4	17
nand4	20
xnor2	49
a31oi	29
inv	105
o21bai	11
a21oi	210
a22oi	18
nand2	241
nand2b	13
and2	23
clkbuf	152
nor4	34
mux2	55
o21ai	180
a221oi	23
mux4	25
ha	99
a211oi	43
a211o	12
nand3	60
nor2	282
o221ai	26
a2111oi	27
o41ai	10
mux2i	149
and3	19
nor3	66
final timing paths:
kind                          end  slack [ps]  cells past startpoint
worst max-delay path   alu_out[9]        6050                     14
worst min-delay path  alu_out[19]        9510                      6
metrics by stage:
stage / hold slack (ps) / setup WS (ps) / std cells
floorplan: 8260 / 7560 / 2394
global placement: 9510 / 6460 / 2898
detailed placement: 9520 / 6390 / 2898
CTS: 9520 / 6360 / 2898
global route: 9570 / 6010 / 2898
finish: 9510 / 6050 / 2901
cells by family after synthesis:
family                   after synthesis  synth area share
XOR/XNOR                              57            0.0333
AND-OR/OR-AND                        836             0.361
AND/OR/NAND/NOR                      850             0.258
buffers and inverters                321            0.0938
adder cells (fa/ha/maj)              101            0.0821
multiplexers                         229             0.172
final cells by class:
class                           instances  share of cell area
Multi-Input combinational cell       2073               0.833
Timing Repair Buffer                  208               0.106
Tap cell                              511              0.0376
Inverter                              106              0.0234
Antenna cell                            3            0.000441
No activity file was given, so power comes from the tool's default toggle rates.
