$ cat flow/design.v
module WSC(
	input  [10*64 - 1:0] VEPs_manhattan_distance,
	output wire [2:0] winner_x,
	output wire [2:0] winner_y
);
wire [5:0] min_1 [31:0];  
wire [5:0] min_2 [15:0];
wire [5:0] min_3 [7:0];  
wire [5:0] min_4 [3:0];  
wire [5:0] min_5 [1:0];  
wire [5:0] min_6;
wire [9:0] seg [63:0];
genvar i,j,u,k,s,p;
generate
	for(i=0; i<64; i=i+1)begin : generate_block_1
	    assign seg[i] =  VEPs_manhattan_distance[(10*i)+:10] ;
	end
endgenerate
generate
	for(j=0; j<64; j=j+2)begin : generate_block_2
	    assign min_1[j/2]= seg[j] > seg[j+1]? j+1: j;
	end
endgenerate
generate
	for(u=0; u<32; u=u+2)begin : generate_block_3
	    assign min_2[u/2]= seg[min_1[u]] > seg[min_1[u+1]]? min_1[u+1]: min_1[u];
	end
endgenerate
generate
	for(k=0; k<16; k=k+2)begin : generate_block_4
	    assign min_3[k/2]= seg[min_2[k]] > seg[min_2[k+1]]? min_2[k+1]: min_2[k];
	end
endgenerate
generate
	for(s=0; s<8; s=s+2)begin : generate_block_5
	    assign min_4[s/2]= seg[min_3[s]] > seg[min_3[s+1]]? min_3[s+1]: min_3[s];
	end
endgenerate
generate
	for(p=0; p<4; p=p+2)begin : generate_block_6
	    assign min_5[p/2]= seg[min_4[p]] > seg[min_4[p+1]]? min_4[p+1]: min_4[p];
	end
endgenerate
assign min_6 = seg[min_5[0]] > seg[min_5[1]]? min_5[1]: min_5[0];
assign	winner_y = min_6[5:3];
assign  winner_x = min_6[2:0];
endmodule
$ cat flow/config.mk
export PLATFORM = sky130hd
export DESIGN_NAME = WSC
export DESIGN_NICKNAME = WSC
export VERILOG_FILES = /design/flow/design.v
export SDC_FILE = /design/flow/constraint.sdc
export NUM_CORES = 4
export LEC_CHECK = 1
export CORE_UTILIZATION = 30
$ cat flow/constraint.sdc
current_design WSC

set clk_period 50.3
set clk_io_pct 0.2

create_clock -name clk0 -period $clk_period

set non_clock_inputs [all_inputs -no_clocks]
set_input_delay [expr $clk_period * $clk_io_pct] -clock clk0 $non_clock_inputs
set_output_delay [expr $clk_period * $clk_io_pct] -clock clk0 [all_outputs]
$ cat flow/run.sh
#!/bin/bash
# OpenROAD 26Q1-2900-gdf79404cd8, Yosys 0.63+post, stock flow scripts
make -C /OpenROAD-flow-scripts/flow DESIGN_CONFIG=/design/flow/config.mk WORK_HOME=/design/flow/orfs finish
==> flow_summary.yaml <==
# implementation run metrics
status:
  outcome: "complete, no violations"
synthesis:
  adder_share: 0.232
  simple_gate_share: 0.213
  yosysSeqAreaShare: 0
  syn_inst: 5115
  topCellsByArea: "ha_1 23%, a21oi_1 7.8%, mux2i_1 7.1%"
  synth.avg_cell_area_um2: 6.65
  yosys_warnings: 1
  aoi_share: 0.366
  synth.largest_area_cell: "ha_1"
  ys_cells: 5115
  ys_top_logic_family: "AND-OR/OR-AND gates"
  syn_area_um2: 34000
  synth_cell_types: 87
  ys_area_um2: 34000
  xor_area_frac: 0
  synth_top_area_share: 0.232
  ys_sh_mux: 0.115
timing:
  rsz0062_at_grt: "false"
  period_used_share: 0.767
  fin_crit_ns: 38.57
  fmax_mhz: 25.9
  setup_violations: 0
  worstMarginPinSlew_ns: 1.04
  hold_viol: 0
  drv_slew: 0
  setup_ws_ns: 11.73
  finalSetupTns_ns: 0
  timing.slew.headroom: 0.286
final_layout:
  post-route-util: 0.382
  seqCellArea_um2: 0
  area_growth_syn_to_layout_pct: 26.4
  drive_gt1_frac: 0.0707
  fill_cells: 11900
  clkbuf_count: 0
  seq_cell_count: 0
  stdcell_count: 7218
clock_network:
  ctsResizeCount: 0
  cts_hold_buffers: 0
  postCtsSetupBuffers: 0
job:
  drv_cap: 0
  warning_count: 32
power_and_ir_drop:
  p_sw_frac: 0.658
  power.internal_mw: 2.49
  p_sw_mw: 4.81
  p_per_area_nw_per_um2: 170
  power_mw: 7.30
  max-vdd-ir-drop_uv: 425
  leakagePower_nw: 18.8
global_route:
  grt_max_degree: 52
  grt_util_met1: 0.564
  grt-busiest-layer: "met2"
  use_met2: 0.619
  grtUsageTotal: 0.432
  antenna_found_initial: 28
  gr-total-overflow: 0
  grt_util_met3: 0.154
  grt_pass1_wl_mm: 348
  grt_pass1_vias: 44000
critical_path:
  crit_end: "winner_y[0]"
  cpPeakStageDelay_ns: 0.82
  critPathMostFrequentCell: "a21oi_1"
  setup.worst_path.start: "VEPs_manhattan_distance[553]"
  slowest_stage: "clkdlybuf4s50_1"
  crit_type: "input pin to primary output"
  crit_fanout: 35
  end_kind: "primary output"
  arrival_ns: 28.51
  required_ns: 40.24
  start_kind: "input pin"
drt:
  viasPerCell: 6.61
  drc_errors: 0
  num_vias: 47700
  wire_per_inst_um: 35.6
  wirelength_mm: 257
  drt_iter0_drc: 7136
  drt-pass1-iter-count: 12
  antenna_left: 0
floorplan:
  dieArea_um2: 115000
  rows: 123
  die_h_um: 339
  io_pins: 646
  die_w_um: 339
  fp_util: 0.303
  coreArea_um2: 112000
placed_design:
  io_buffers: 646
  place_inst: 7197
  place_ws_ns: 12.18
  gp_congestion: 1.17
  dp_hpwl_mm: 208
hold_path:
  min_path_type: "input pin to primary output"
[worst max-delay path, delay by kind of cell]
family,cells,cell delay (ns)
compound gates,29,6.65
simple gates,22,5.62
buf+inv,8,2.91
fa+ha+maj,6,1.97
mux,2,1.22
[per-stage QoR]
stage,cell area (µm²),hold WS (ns)
2_1_floorplan,34000,20.65
3_3_place_gp,43000,22.12
3_5_place_dp,43000,22.10
4_1_cts,43000,22.10
5_1_grt,43000,22.20
6_report,43000,22.11
[kinds of logic (layout without fill, tap and decap cells)]
family	after synthesis	count (layout)
compound gates	1877	1877
other cells	0	21
simple gates	1578	1578
buf+inv	659	1241
mux	371	371
fa+ha+maj	630	630
[routing by layer]
metal	wire (µm)	part of all wire	up-vias
met2	104000	0.41	3636
met4	17600	0.069	18
met1	101000	0.39	22300
met5	128	0.00050	-
met3	33500	0.13	937
li1	-	-	20800
[Yosys cell counts (11+ instances only)]
| master | number |
|---|---|
| a22o_1 | 44 |
| mux2i_1 | 242 |
| a221o_1 | 19 |
| a21o_1 | 112 |
| and2_1 | 15 |
| and3_1 | 40 |
| a22oi_1 | 202 |
| nand2b_1 | 34 |
| clkbuf_1 | 204 |
| o21a_1 | 17 |
| a21oi_1 | 529 |
| inv_1 | 395 |
| o221ai_1 | 18 |
| a31oi_1 | 53 |
| a222oi_1 | 72 |
| nor3_1 | 93 |
| nand3_1 | 130 |
| buf_1 | 22 |
| or2_2 | 11 |
| o22ai_1 | 70 |
| a221oi_1 | 86 |
| a211oi_1 | 71 |
| nand2_1 | 547 |
| a2111oi_0 | 20 |
| nor2_1 | 448 |
| o32ai_1 | 11 |
| ha_1 | 630 |
| o21ai_0 | 366 |
| mux2_2 | 126 |
| nor4_1 | 19 |
| buf_2 | 28 |
| nand4_1 | 136 |
| a32oi_1 | 30 |
| and4_1 | 19 |
| o211ai_1 | 27 |
| nor2b_1 | 46 |
[worst min-delay path by stage]
stage / startpoint / to / slack [ns] / cells past startpoint
CTS: VEPs_manhattan_distance[8] / winner_y[2] / 22.10 / 8
global route: VEPs_manhattan_distance[448] / winner_y[2] / 22.20 / 9
finish: VEPs_manhattan_distance[448] / winner_y[2] / 22.11 / 9
[final cells by class]
cell class / instances / area [µm²] / share of cell area
Antenna cell: 21 / 52.6 / 0.00122
Inverter: 395 / 1480 / 0.0345
Multi-Input combinational cell: 4456 / 31600 / 0.736
Timing Repair Buffer: 846 / 7970 / 0.185
Tap cell: 1500 / 1880 / 0.0436
[placed cells by master (no fill, tap or decap), drive strengths merged, types with 136 or more instances in the layout]
cell	synthesis	routed
inv	395	395
nand2	547	547
ha	630	630
mux2i	242	242
o21ai	375	375
a21oi	530	530
clkdlybuf4s50	0	646
nor2	451	451
buf	60	200
a22oi	202	202
nand4	136	136
[power groups by stage]
stage	clock network (mW)	registers (mW)	logic (mW)
after CTS	0	0	6.97
after global routing	0.0000000268	0	7.55
